$ cat ./constraint.sdc
current_design translate

set clk_period 6.5
set clk_io_pct 0.2

create_clock -name clk0 -period $clk_period [get_ports {clk}]

set non_clock_inputs [all_inputs -no_clocks]
set_input_delay [expr $clk_period * $clk_io_pct] -clock clk0 $non_clock_inputs
set_output_delay [expr $clk_period * $clk_io_pct] -clock clk0 [all_outputs]
$ cat ./run.sh
#!/bin/bash
# OpenROAD 26Q1-2900-gdf79404cd8, Yosys 0.63+post, stock flow scripts
make -C /OpenROAD-flow-scripts/flow DESIGN_CONFIG=/design/flow/config.mk WORK_HOME=/design/flow/orfs finish
$ cat ./config.mk
export PLATFORM = sky130hd
export DESIGN_NAME = translate
export DESIGN_NICKNAME = translate
export VERILOG_FILES = /design/flow/design.v
export SDC_FILE = /design/flow/constraint.sdc
export NUM_CORES = 4
export LEC_CHECK = 1
export CORE_AREA = 10 10 202 202
export DIE_AREA = 0 0 212 212
$ cat ./design.v
module translate (
    input clk, reset, en, 
    input [63:0] va,            
    input [63:0] satp,          
    input [1:0]  mmode,                
    output [63:0] pa,           
    output valid,               
    output logic [63:0] mem_addr,     
    output mem_req,             
    input  [63:0] pte,           
    input  pte_valid,            
    output done                 
);
    wire bare = satp[63:60] == 0 || mmode == 'b11;
    enum reg [1:0] { IDLE, READ_PTE, DONE } state, next_state;
    reg [43:0] ppn, next_ppn;
    reg [1:0] level, next_level;
    reg [63:0] phy_addr, next_pa;
    always_ff @(posedge clk) 
    if (reset) begin
        state <= IDLE;
        level <= 0;
        ppn <= 0;
        phy_addr <= 0;
    end else begin
        state <= next_state;
        level <= next_level;
        ppn <= next_ppn;
        phy_addr <= next_pa;
    end
    always_comb begin
        next_state = state;
        next_level = level;
        next_ppn = ppn;
        next_pa = phy_addr;
        case (state)
        IDLE:
            if (!en || bare) begin
                next_state = IDLE;
            end else if (satp[63:60] == 8) begin
                next_ppn = satp[43:0];
                next_level = 2;
                next_state = READ_PTE;
            end
        READ_PTE:
            if (pte_valid) begin
                if (pte[0] == 0) begin  
                    next_state = DONE;
                end else if (pte[3:1] != 'b000) begin  
                    next_state = DONE;
                    next_pa = {8'b0, pte[53:10], va[11:0]};
                end else begin
                    next_ppn = pte[53:10];
                    next_state = (level == 0) ? DONE : READ_PTE;
                    next_level = level - 1;
                end
            end
        DONE:
            next_state = en ? DONE : IDLE;
        default:
            begin end
        endcase
    end
    assign mem_req = state == READ_PTE;
    always_comb case (level)
        3: mem_addr = {8'b0, ppn, va[47:39], 3'b000};
        2: mem_addr = {8'b0, ppn, va[38:30], 3'b000};
        1: mem_addr = {8'b0, ppn, va[29:21], 3'b000};
        0: mem_addr = {8'b0, ppn, va[20:12], 3'b000};
    endcase
    assign done = !en || bare || state == DONE;            
    assign pa = bare ? va : phy_addr;
    assign valid = 1;  
endmodule
==> summary.txt <==
Entry: Yosys synthesis followed by OpenROAD place and route.

Timing:
- Counting I/O delays and the setup requirement, the final critical path takes approximately 4.8 ns.
- OpenROAD reports that the post-layout worst path occupies 74.2% of the period.
- Adding up every negative setup slack in the final design gives 0 ns.
- The run gives the relative max-transition margin as between 40% and 50%.
- For reference, the final report shows the max-slew violation count at 0.
- For this run, the top clock speed supported by timing is approximately 210 MHz.
- The run gives the final hold violation count as 0.
- The run gives the setup slack after layout as about 1.7 ns.
- The run puts the slew at the pin closest to its max-slew limit at approximately 0.76 ns.
- Setup repair after global routing left no endpoint under its margin.
- The run puts the smallest hold slack at between 0.4 and 0.5 ns.
- The run gives the post-route clock skew as between 0.007 and 0.008 ns.
- The run gives the setup violation total in the final timing report as 0.

Worst setup path:
- The worst setup path is of the in -> out kind.
- The run gives the critical register-to-register path startpoint as state[2]$_DFF_P_.
- The critical path goes through clkdlybuf4s50_1 > o41ai_2 > buf_4 > mux2_2 > clkdlybuf4s50_1.
- STA classifies the critical path endpoint as an output port.
- The run gives the delay of the slowest cell on the worst path as 0.49 ns.
- Grouping stages by cell kind, the critical path spends the most delay in buffers and inverters.
- The run gives the data arrival time of the critical path as about 3.5 ns.
- The run gives the capture instance of the worst register-to-register path as phy_addr[17]$_SDFFE_PP0P_.
- Per the timing report, the biggest fanout along the worst path comes to 37.
- The run gives the required time at the endpoint of the critical path as approximately 5.2 ns.
- The run gives the element type at the critical path start as an input pin.
- Together, buffers and inverters on the worst path number 3.
- The most numerous cell type found on the critical path is sky130_fd_sc_hd__clkdlybuf4s50_1.
- The run puts the number of cells on the worst reg-to-reg path at 5.
- The run gives the count of cell instances traversed by the critical path as 5.
- The run gives the critical path's slowest cell as sky130_fd_sc_hd__clkdlybuf4s50_1.
- The run puts the setup slack of the worst register-to-register path at 4.04 ns.

Floorplan:
- The run puts the overall die area at between 40000 and 50000 um2.
- The run gives the die outline width as approximately 210 um.
- The run gives the floorplan row count as around 70.
- Per the OpenROAD floorplan log, the height of the die is approximately 210 um.
- The run gives the number of top-level pins as ~330.
- The run puts the floorplan-stage core utilization at between 15 and 20%.
- Per the OpenROAD floorplan log, the area of the core is approximately 37000 um2.

Clock tree:
- The run puts the CTS sink count at 105.
- The run gives the clock input transition at the sequential cells of the worst setup and hold paths as about 0.07 ns.
- The run gives the clock latency on the worst-skew pair as 0.37 ns.
- Post-CTS repair ended up resizing 0 cells.
- Looking at the clock tree report, the root buffer type is sky130_fd_sc_hd__clkbuf_16.
- The run gives the maximum buffer depth of the clock tree as 2.
- The run gives the number of buffers inserted by post-CTS setup repair as 0.
- The run puts the H-tree depth at 3.
- The run puts the number of CTS-inserted buffers at 9.
- The run gives the count of hold buffers inserted by post-cts repair as 0.
- The run gives the CTS tree as yes.

Synth:
- The run puts the area share of the largest cell type after synthesis at 37.2%.
- sky130_fd_sc_hd__nand2_1 is the most common cell in the netlist.
- The synthesized netlist was found by Yosys to have around 600 cells.
- The run gives the number of flops mapped to enable cells by yosys as 0.
- Per the post-synthesis report, the number of cells in the design is 600.
- Of all cell types, the one taking the most synthesized area is sky130_fd_sc_hd__dfxtp_1.
- The run gives the part of the Yosys area used for sequential elements as roughly 37%.
- By area the synthesized netlist is led by sky130_fd_sc_hd__dfxtp_1 (37%), sky130_fd_sc_hd__mux2_2 (11%), sky130_fd_sc_hd__mux2i_1 (9.4%).
- The run puts the area figure in the yosys stat output at 5650 um2.
- The run gives the unique cell type count in the Yosys netlist as 37.
- The run puts the number of warning messages in the yosys log at 1.
- The post-synth register bit count is approximately 110.
- The run gives the average instance area after synthesis as 9.41 um2.
- The run gives the most frequently used flop master after synthesis as sky130_fd_sc_hd__dfxtp_1.
- After synthesis, the share of flip-flops with an asynchronous set or reset is 0%.
- For reference, the top cells by count after synthesis are sky130_fd_sc_hd__nand2_1 (114), sky130_fd_sc_hd__dfxtp_1 (105), sky130_fd_sc_hd__a21oi_1 (103).
- The run gives the netlist area before placement as 5650 um2.

Detailed routing:
- The run gives the remaining number of nets flagged by the antenna check after routing as 0.
- The run gives the detailed-route via count as between 5000 and 6000.
- The run gives the post-detailed-route DRC marker count as 0.
- The run gives the aggregate routed wire length as between 20000 and 30000 um.
- The run gives the via-per-instance ratio as 4.07.
- Before antenna repair, the detailed router went through 5 iterations.
- The run gives the DRC marker count from the first detailed-route iteration as 215.
- The run gives the average wire per cell in the routed design as between 15 and 20 um.

Power and ir drop:
- The clock network accounts for about two fifths of the total power.
- The run gives the total leakage power as 2.97 nW.
- Per report_power, the combinational group accounts for between 10% and 20% of the total.
- The run puts the sequential group share of total power at 40.6%.
- The run puts the internal power of the cells at roughly 1.2 mW.
- The run gives the switching power total as between 400 and 500 uW.
- The run puts the overall power of the completed layout at about 1.6 mW.
- The run puts the total power density per cell area at 180 nW/um2.
- The worst-case IR drop observed on VDD is 0.000123 V.
- The run gives the switching share of power as approximately a quarter.

Placed design:
- The run puts the number of buffer cells added on primary ports at 284.
- The run puts the number of placed instances with taps included at between 1000 and 1500.
- The HPWL after detailed placement is between 15000 and 20000 um.
- Once placement finished, the instance area stood at about 8700 um2.
- The run gives the worst slack at placement as ~1.7 ns.
- The run puts the placer's final routability congestion estimate at 0.766.

GRT:
- The run puts the initial antenna violation count at 2.
- The run gives the wire length of the first global-routing pass as between 30000 and 40000 um.
- The run puts the aggregate global routing overflow at 0.
- The run puts the aggregate global-route resource usage at between 10% and 20%.
- The run puts the number of global-route vias before repair at between 5000 and 6000.
- The run puts the largest net degree at the start of global routing at 50.

Cells and area:
- Summing all multi-input logic gate instances after layout gives just over 3000 um2.
- In the final layout, the fill cell count is just under 4000.
- The run gives the fraction of the core area covered by cells at the end of the flow as about a quarter.
- The finished cells cover around 9100 um2.
- The run puts the area added between synthesis and finish at 60.4%.
- The run gives the post-route non-filler standard cell count as between 1000 and 1500.
- The run puts the proportion of layout cells with a drive suffix above 1 at 15.1%.
- Registers take about 2100 um2.

Worst hold path:
- The worst hold path terminates at phy_addr[41]$_SDFFE_PP0P_.
- Along the worst hold path, the cell count comes to 2.
- The run gives the start point of the worst hold path as phy_addr[41]$_SDFFE_PP0P_.
- The type recorded for the worst min-delay path is reg -> reg.

Run:
- The run puts the number of warning messages in the logs at around 60.
- The run gives the total of max-cap violations as 0.

Status:
- The flow ran to the end, and the final reports show no timing, DRC or antenna violations.
tightest hold or removal path: cells and delay by family (launching register included):
family,cells,cell delay [ns]
flip-flops,1,0.31
AND/OR/NAND/NOR,1,0.05
AND-OR/OR-AND,1,0.05
power by group through the flow:
stage	registers, mW	clock network (mW)	logic, mW
global route	0.663	0.713	0.332
CTS	0.661	0.690	0.315
finish	0.661	0.659	0.309
layout make-up:
class	count	share of cell area, %
Clock inverter	6	1.27
Antenna cell	3	0.0829
Timing Repair Buffer	294	32.2
Clock buffer	10	2.53
Inverter	13	0.539
Tap cell	468	6.47
Sequential cell	105	23.3
Multi-Input combinational cell	424	33.7
flip-flops by register name, summed over array words and instances (netlist names):
register and flops:
level 2, ppn 44, state 3, phy_addr 56
per-layer routing:
layer  wire, um  share of wire (%)  up-vias  track usage (%)
met3       2080                8.0       19             3.44
li1           -                  -     2597                -
met1      11200                 43     2577             14.6
met2      12200                 47      193             17.9
met5          0                  0        -                0
met4        505                1.9        0             2.03
worst max-delay path by stage:
stage / start / to / slack, ns
finish: satp[61] / pa[42] / 1.67
global route: satp[61] / pa[42] / 1.59
CTS: satp[61] / pa[42] / 1.67
layout by cell type, fill, tap and decap left out, types with 11 or more instances in the layout:
cell and count:
sky130_fd_sc_hd__a21oi_1 103, sky130_fd_sc_hd__a211oi_2 39, sky130_fd_sc_hd__nand2_1 114, sky130_fd_sc_hd__buf_4 11, sky130_fd_sc_hd__dfxtp_1 104, sky130_fd_sc_hd__clkdlybuf4s50_1 283, sky130_fd_sc_hd__mux2i_1 53, sky130_fd_sc_hd__mux2_2 56
sky130_fd_sc_hd__conb_1 12, sky130_fd_sc_hd__inv_1 13
cell families after synthesis:
| family | count (synthesis) | share of synthesized area [%] |
|---|---|---|
| compound gates | 165 | 21.4 |
| simple gates | 134 | 9.86 |
| mux | 109 | 20.6 |
| flops | 105 | 37.2 |
| buf+inv | 81 | 9.95 |
| fa+ha+maj | 4 | 0.887 |
| other cells | 2 | 0.133 |
No activity file was given, so power comes from the tool's default toggle rates.
